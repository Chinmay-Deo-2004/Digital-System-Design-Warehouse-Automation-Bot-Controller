--- flow/config.mk ---
export PLATFORM = sky130hd
export DESIGN_NAME = top_module
export DESIGN_NICKNAME = top_module
export VERILOG_FILES = /design/flow/design.v
export SDC_FILE = /design/flow/constraint.sdc
export NUM_CORES = 4
export LEC_CHECK = 1
export CORE_AREA = 10 10 70 70
export DIE_AREA = 0 0 80 80
--- flow/constraint.sdc ---
current_design top_module

set clk_period 1.9
set clk_io_pct 0.2

create_clock -name clk0 -period $clk_period [get_ports {clk}]

set non_clock_inputs [all_inputs -no_clocks]
set_input_delay [expr $clk_period * $clk_io_pct] -clock clk0 $non_clock_inputs
set_output_delay [expr $clk_period * $clk_io_pct] -clock clk0 [all_outputs]
--- flow/design.v ---
module claw_controller (
    input  wire [2:0] state,
    output reg stop,
    output reg extend_claws
);
    always @(*) begin
        stop         = 0;
        extend_claws = 0;
        if (state == 3'b101) begin  
            stop         = 1;
            extend_claws = 1;
        end
    end
endmodule
module mux8to1 (
    input  wire [7:0] in,       
    input  wire [2:0] sel,      
    output wire       out       
);
    assign out = in[sel];  
endmodule
module dff (
    input  wire clk,
    input  wire reset,
    input  wire d,
    output reg  q
);
    always @(posedge clk or posedge reset) begin
        if (reset)
            q <= 1'b0;
        else
            q <= d;
    end
endmodule
module fsm_controller (
    input  wire clk,
    input  wire reset,
    input  wire start_signal,
    input  wire ls_detect,
    input  wire rs_detect,
    input  wire collision_detect,
    input  wire rfid_detect,
    output wire [2:0] state
);
    wire [2:0] next_state;
    wire [7:0] ns_bit0_values;
    wire [7:0] ns_bit1_values;
    wire [7:0] ns_bit2_values;
    wire [2:0] current_state;
    assign state = current_state;
    wire [2:0] sel = current_state;
    assign ns_bit0_values[0] = start_signal;
    assign ns_bit0_values[1] = (ls_detect) ? 0 :
                               (rs_detect) ? 1 :
                               (collision_detect) ? 0 :
                               (rfid_detect) ? 1 : 1;
    assign ns_bit0_values[2] = (collision_detect || rfid_detect) ? 1 : 1;
    assign ns_bit0_values[3] = (collision_detect || rfid_detect) ? 1 : 1;
    assign ns_bit0_values[4] = 1;   
    assign ns_bit0_values[5] = 0;   
    assign ns_bit0_values[6] = 0;
    assign ns_bit0_values[7] = 0;
    assign ns_bit1_values[0] = 0;
    assign ns_bit1_values[1] = (ls_detect || rs_detect) ? 1 : 0;
    assign ns_bit1_values[2] = 0;
    assign ns_bit1_values[3] = 0;
    assign ns_bit1_values[4] = 0;
    assign ns_bit1_values[5] = 0;
    assign ns_bit1_values[6] = 0;
    assign ns_bit1_values[7] = 0;
    assign ns_bit2_values[0] = 0;
    assign ns_bit2_values[1] = (collision_detect || rfid_detect) ? 1 : 0;
    assign ns_bit2_values[2] = (collision_detect || rfid_detect) ? 1 : 0;
    assign ns_bit2_values[3] = (collision_detect || rfid_detect) ? 1 : 0;
    assign ns_bit2_values[4] = 0;
    assign ns_bit2_values[5] = 0;
    assign ns_bit2_values[6] = 0;
    assign ns_bit2_values[7] = 0;
    mux8to1 mux0 (.in(ns_bit0_values), .sel(sel), .out(next_state[0]));
    mux8to1 mux1 (.in(ns_bit1_values), .sel(sel), .out(next_state[1]));
    mux8to1 mux2 (.in(ns_bit2_values), .sel(sel), .out(next_state[2]));
    dff dff0 (.clk(clk), .reset(reset), .d(next_state[0]), .q(current_state[0]));
    dff dff1 (.clk(clk), .reset(reset), .d(next_state[1]), .q(current_state[1]));
    dff dff2 (.clk(clk), .reset(reset), .d(next_state[2]), .q(current_state[2]));
endmodule
module motor_driver (
    input  wire [2:0] state,
    output reg drive_lm,
    output reg drive_rm,
    output reg make_u_turn
);
    always @(*) begin
        drive_lm   = 0;
        drive_rm   = 0;
        make_u_turn = 0;
        case (state)
            3'b001: begin  
                drive_lm = 1;
                drive_rm = 1;
            end
            3'b010: drive_rm = 1;  
            3'b011: drive_lm = 1;  
            3'b100: make_u_turn = 1;  
            default: ;  
        endcase
    end
endmodule
module top_module (
    input  wire clk,
    input  wire reset,
    input  wire start_signal,
    input  wire ls_detect,
    input  wire rs_detect,
    input  wire collision_detect,
    input  wire rfid_detect,
    output wire drive_lm,
    output wire drive_rm,
    output wire make_u_turn,
    output wire stop,
    output wire extend_claws
);
    wire [2:0] state;
    fsm_controller fsm_inst (
        .clk(clk),
        .reset(reset),
        .start_signal(start_signal),
        .ls_detect(ls_detect),
        .rs_detect(rs_detect),
        .collision_detect(collision_detect),
        .rfid_detect(rfid_detect),
        .state(state)
    );
    motor_driver motor_inst (
        .state(state),
        .drive_lm(drive_lm),
        .drive_rm(drive_rm),
        .make_u_turn(make_u_turn)
    );
    claw_controller claw_inst (
        .state(state),
        .stop(stop),
        .extend_claws(extend_claws)
    );
endmodule
--- flow/run.sh ---
#!/bin/bash
# OpenROAD 26Q1-2900-gdf79404cd8, Yosys 0.63+post, stock flow scripts
make -C /OpenROAD-flow-scripts/flow DESIGN_CONFIG=/design/flow/config.mk WORK_HOME=/design/flow/orfs finish
==> impl_metrics.csv <==
group,metric,value,unit
clock_network,cell_chosen_for_the_clock_root,"sky130_fd_sc_hd__clkbuf_4",
sta,minimum_period_implied_by_the_final_worst_setup_slack,1.78,ns
global_routing,grt.total_usage,1.95,%
clock_network,cts_post_setup_buffers_inserted,0,
floorplanning,die-area,6400,sq um
setup_path,cp_endpoint,"make_u_turn",
hold_path,min-delay-path-class,"input port to asynchronous set/reset pin",
finish,fill_cells,402,
detailed_routing,post_drt_via_cell_ratio,2.26,
floorplanning,top_level_ports,12,
clock_network,numCtsBuffers,3,
setup_path,critical_path_source_type,"flop",
detailed_routing,routed_wirelength,638,um
power_and_ir_drop,power_leakage,0.145,nW
global_routing,busiest_layer_in_global_routing,"met1",
floorplanning,chipHeight,80,um
global_routing,met2_track_demand_over_resource,2.01,%
synth,unique_masters_post_synth,13,
detailed_routing,detailedRoute.firstPassIterationCount,4,
sta,rsz0062_at_grt,"no",
clock_network,tritoncts,"built",
detailed_routing,route.detailed.wl_per_inst,7.88,um
job,log.warning_count,25,
place,dp.final_hpwl,545,um
detailed_routing,dr.first_iter.drc_count,15,
setup_path,setup.worst_path.start,"fsm_inst.dff1.q$_DFF_PP0_",
sta,maximum_operating_frequency,563,MHz
sta,skew,0.00102,ns
finish,area_delta_synth_final,110,%
finish,drive_above_1_share,22.9,%
sta,slew_violations,0,
setup_path,arrival_time_of_data_at_the_critical_path_endpoint,1.40,ns
setup_path,timing_worst_setup_path_type,"flop to primary output",
place,io_buffer_count,11,
sta,post-route-worst-setup-slack,0.124,ns
global_routing,globalRouteMet1Util,2.53,%
sta,report.final.hold_viol_count,0,
setup_path,path_max_fanout,6,
setup_path,worst-r2r-cell-count,3,
clock_network,clock_sink_count,3,
clock_network,ctsLongestPathBuffers,2,
place,place_congestion,0.716,
floorplanning,fp_util,5.31,%
floorplanning,row_count,21,
finish,final_layout_top_logic_cells,"sky130_fd_sc_hd__clkdlybuf4s50_1 (11), sky130_fd_sc_hd__nor2_1 (3), sky130_fd_sc_hd__clkbuf_4 (3), sky130_fd_sc_hd__dfrtp_1 (3)",
global_routing,grt.overflow.total,0,
global_routing,grt_pass1_vias,217,
synth,yosys_cells,20,
global_routing,first_pass_grt_wire_length,979,um
floorplanning,coreArea,3420,sq um
setup_path,cp-end-kind,"primary output",
synth,yosysChipArea,181,sq um
sta,totalNegativeSetupSlack,0,ns
clock_network,clkSlewWorstSetupHoldPaths,0.04,ns
floorplanning,die_width,80,um
detailed_routing,antenna-diode-count,0,
synth,synth.ff_latch_count,3,
global_routing,pin_count_of_the_biggest_net_entering_global_routing,7,
synth,synth_area_per_cell,9.07,sq um
job,max_cap_violations,0,
clock_network,clkLatencyLatePin,0.23,ns
setup_path,crit_chain,"nor3_1, clkdlybuf4s50_1",
finish,final_layout_top_logic_cell,"sky130_fd_sc_hd__clkdlybuf4s50_1",
detailed_routing,total_drc_errors_in_the_routed_layout,0,
status,outcome,"complete, no violations",
setup_path,critical-path-max-stage-delay,0.50,ns
setup_path,critPathRequiredTime,1.52,ns
synth,postSynthSeqShare,41.4,%
setup_path,r2r-end,"fsm_inst.dff0.q$_DFF_PP0_",
sta,setup_viol_count_final,0,
sta,worst_slew_pin_slew,0.238,ns
power_and_ir_drop,power.density_cell_area,1360,nW/um^2
global_routing,grt_util_met3,1.59,%
sta,timing.slew.headroom,84.1,%
setup_path,worst-r2r-setup-slack,0.80,ns
place,place_worst_setup_slack,0.297,ns
detailed_routing,drt.antenna.violating_nets,0,
place,dpl_cell_area,349,sq um
finish,final_area,380,sq um
synth,synthesis.yosys.warnings,3,
power_and_ir_drop,ir_drop,0.273,mV
setup_path,cp_slowest_cell,"sky130_fd_sc_hd__clkdlybuf4s50_1",
detailed_routing,dr_total_vias,183,
sta,timing.final.crit_share,93.5,%
synth,syn_inst,20,
setup_path,rr_startpoint,"fsm_inst.dff2.q$_DFF_PP0_",
clock_network,htree_levels,1,
global_routing,antenna_found_initial,0,
synth,post_synthesis_cell_area,181,sq um
## synth_stat cells
library cell	count	area share [%]
sky130_fd_sc_hd__xnor2_1	1	4.8
sky130_fd_sc_hd__nor2_1	3	6.2
sky130_fd_sc_hd__inv_1	2	4.1
sky130_fd_sc_hd__a21oi_1	1	2.8
sky130_fd_sc_hd__nor2_2	1	3.5
sky130_fd_sc_hd__nor3b_1	2	8.3
sky130_fd_sc_hd__nor2b_4	1	7.6
sky130_fd_sc_hd__o21a_1	1	4.1
sky130_fd_sc_hd__dfrtp_1	3	41
sky130_fd_sc_hd__buf_4	1	4.1
sky130_fd_sc_hd__a221o_1	1	5.5
sky130_fd_sc_hd__nor3_1	2	5.5
sky130_fd_sc_hd__inv_2	1	2.1
## through the flow
stage | utilization [%] | cells | power, mW | hold slack (ns)
2_1_floorplan | - | 20 | 0.253 | 0.134
3_3_place_gp | 10.2 | 77 | 0.397 | 0.543
3_5_place_dp | 10.2 | 77 | 0.407 | 0.564
4_1_cts | 11.0 | 81 | 0.527 | 0.310
5_1_grt | 11.1 | 81 | 0.574 | 0.323
6_report | 11.1 | 81 | 0.518 | 0.312
## worst min path at each step
stage      from                   endpoint  slack [ns]  cells after the start
4_1_cts   reset  fsm_inst.dff0.q$_DFF_PP0_        0.31                      2
5_1_grt   reset  fsm_inst.dff0.q$_DFF_PP0_        0.32                      2
6_report  reset  fsm_inst.dff2.q$_DFF_PP0_        0.31                      2
## what timing repair did
item,in CTS,in global routing
hold buffers,0,0
setup endpoints to repair,0,2
resized,0,1
## cells by family after synthesis
| family | Yosys count | share of synthesized area (%) |
|---|---|---|
| AND/OR/NAND/NOR | 9 | 31.0 |
| AND-OR/OR-AND | 3 | 12.4 |
| flip-flops | 3 | 41.4 |
| XOR/XNOR | 1 | 4.83 |
| buffers and inverters | 4 | 10.3 |
## power by group
part | internal, mW | switching (mW) | total (mW)
sequential | 0.0948 | 0.0439 | 0.139
combinational | 0.186 | 0.0814 | 0.267
clock | 0.0787 | 0.0333 | 0.112
## state kept, by name, summed over array words and instances (netlist names)
signal / cells
fsm_inst.dff1.q: 1
fsm_inst.dff2.q: 1
fsm_inst.dff0.q: 1
## metal layers
layer | part of all wire (%) | routed length (um)
met1 | 49 | 311
met3 | 21 | 132
met5 | 0 | 0
met4 | 4.2 | 27
met2 | 26 | 168
## final cells by class
cell class                 count  area (sq um)  share of cell area, %
timing repair buffer          12           118                   30.9
multi-input combinational     13          92.6                   24.3
sequential                     3          75.1                   19.7
tap                           46          57.6                   15.1
clock buffer                   4          26.3                   6.91
inverter                       3          11.3                   2.96
## critical path, delay by kind of cell (launching register included)
| kind | cells | cell delay, ns |
|---|---|---|
| flip-flops | 1 | 0.45 |
| AND/OR/NAND/NOR | 1 | 0.22 |
| buffers and inverters | 1 | 0.50 |
No activity file was given, so power comes from the tool's default toggle rates.
